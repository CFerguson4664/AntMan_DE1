$ cat design/flow/config.mk
export PLATFORM = sky130hd
export DESIGN_NAME = MapGenerator
export DESIGN_NICKNAME = MapGenerator
export VERILOG_FILES = /design/flow/design.v
export SDC_FILE = /design/flow/constraint.sdc
export NUM_CORES = 4
export LEC_CHECK = 1
export CORE_AREA = 10 10 691 691
export DIE_AREA = 0 0 701 701
$ cat design/flow/constraint.sdc
current_design MapGenerator

set clk_period 14.9
set clk_io_pct 0.2

create_clock -name clk0 -period $clk_period [get_ports {reset}]

set non_clock_inputs [all_inputs -no_clocks]
set_input_delay [expr $clk_period * $clk_io_pct] -clock clk0 $non_clock_inputs
set_output_delay [expr $clk_period * $clk_io_pct] -clock clk0 [all_outputs]
$ cat design/flow/design.v
module MapGenerator(row,data,x,y,inBounds,ant1X,ant1Y,ant2X,ant2Y, ant1IB,ant2IB,map,reset,startX,startY,win);
	input reset;
	input[1:0] map;
	input[8:0] row;
	input[10:0] x,y,ant1X,ant1Y,ant2X,ant2Y;
	output reg win = 1;
	output reg[1695:0] data;
	output reg inBounds,ant1IB,ant2IB;
	output reg[17:0] startX,startY;
	reg[13:0] map1[7:0];
	reg[13:0] map2[7:0];
	reg[13:0] map3[7:0];
	reg[13:0] map4[7:0];
	reg[17:0] map1X = {11'd80,7'b0000000};
	reg[17:0] map1Y = {11'd80,7'b0000000};
	reg[17:0] map2X = {11'd80,7'b0000000};
	reg[17:0] map2Y = {11'd80,7'b0000000};
	reg[17:0] map3X = {11'd280,7'b0000000};
	reg[17:0] map3Y =	{11'd380,7'b0000000};
	reg[17:0] map4X = {11'd80,7'b0000000};
	reg[17:0] map4Y = {11'd80,7'b0000000};
	reg[1:0] mapA = 0;
	initial begin
		map1[0] = 14'b11111111111111;
		map1[1] = 14'b10001000000001;
		map1[2] = 14'b10111011111101;
		map1[3] = 14'b10100010000001;
		map1[4] = 14'b10101111101111;
		map1[5] = 14'b10101010000011;
		map1[6] = 14'b10000010111001;
		map1[7] = 14'b11111111111101;
		map2[0] = 14'b11111111111111;
		map2[1] = 14'b10001000000001;
		map2[2] = 14'b10111011111101;
		map2[3] = 14'b10100010000001;
		map2[4] = 14'b10101111101111;
		map2[5] = 14'b10101000000011;
		map2[6] = 14'b10000000111001;
		map2[7] = 14'b11111111111101;
		map3[0] = 14'b11111111111111;
		map3[1] = 14'b10000000000001;
		map3[2] = 14'b10011110101011;
		map3[3] = 14'b10010000101001;
		map3[4] = 14'b10001000011101;
		map3[5] = 14'b10000110100101;
		map3[6] = 14'b10000100010001;
		map3[7] = 14'b11111101111111;
		map4[0] = 14'b11111111111111;
		map4[1] = 14'b10000000000001;
		map4[2] = 14'b10111011111101;
		map4[3] = 14'b10100010000001;
		map4[4] = 14'b10101111101111;
		map4[5] = 14'b10101010000011;
		map4[6] = 14'b10000010111001;
		map4[7] = 14'b11111111111101;
	end
	reg[31:0] rowD;
	reg[31:0] XD,ant1XD,ant2XD;
	reg[31:0] YD,ant1YD,ant2YD;
	always@(negedge reset)
	begin
		mapA <= map;
	end
	always@(*)
	begin
		XD = x / 60;
		YD = y / 60;
		ant1XD = ant1X / 60;
		ant1YD = ant1Y / 60;
		ant2XD = ant2X / 60;
		ant2YD = ant2Y / 60;
		if(reset == 1'b0) begin
			win <= 1'b0;
		end else if(YD == 4'b1000) begin
			win <= 1'b1;
		end else begin
			win <= win;
		end
		case(mapA)
		2'b00 :	begin
						inBounds <= map1[YD][13 - XD];
						ant1IB <= map1[ant1YD][13 - ant1XD];
						ant2IB <= map1[ant2YD][13 - ant2XD];
						rowD = row / 60;
						data = {8'd0,	{120{map1[rowD][0]}},
											{120{map1[rowD][1]}},
											{120{map1[rowD][2]}},
											{120{map1[rowD][3]}},
											{120{map1[rowD][4]}},
											{120{map1[rowD][5]}},
											{120{map1[rowD][6]}},
											{120{map1[rowD][7]}},
											{120{map1[rowD][8]}},
											{120{map1[rowD][9]}},
											{120{map1[rowD][10]}},
											{120{map1[rowD][11]}},
											{120{map1[rowD][12]}},
											{120{map1[rowD][13]}},8'd0};
					end
		2'b01 :	begin
						inBounds <= map2[YD][13 - XD];
						ant1IB <= map2[ant1YD][13 - ant1XD];
						ant2IB <= map2[ant2YD][13 - ant2XD];
						rowD = row / 60;
						data = {8'd0,	{120{map2[rowD][0]}},
											{120{map2[rowD][1]}},
											{120{map2[rowD][2]}},
											{120{map2[rowD][3]}},
											{120{map2[rowD][4]}},
											{120{map2[rowD][5]}},
											{120{map2[rowD][6]}},
											{120{map2[rowD][7]}},
											{120{map2[rowD][8]}},
											{120{map2[rowD][9]}},
											{120{map2[rowD][10]}},
											{120{map2[rowD][11]}},
											{120{map2[rowD][12]}},
											{120{map2[rowD][13]}},8'd0};
					end
		2'b10 :	begin
						inBounds <= map3[YD][13 - XD];
						ant1IB <= map3[ant1YD][13 - ant1XD];
						ant2IB <= map3[ant2YD][13 - ant2XD];
						rowD = row / 60;
						data = {8'd0,	{120{map3[rowD][0]}},
											{120{map3[rowD][1]}},
											{120{map3[rowD][2]}},
											{120{map3[rowD][3]}},
											{120{map3[rowD][4]}},
											{120{map3[rowD][5]}},
											{120{map3[rowD][6]}},
											{120{map3[rowD][7]}},
											{120{map3[rowD][8]}},
											{120{map3[rowD][9]}},
											{120{map3[rowD][10]}},
											{120{map3[rowD][11]}},
											{120{map3[rowD][12]}},
											{120{map3[rowD][13]}},8'd0};
					end
		2'b11 :	begin
						inBounds <= map4[YD][13 - XD];
						ant1IB <= map4[ant1YD][13 - ant1XD];
						ant2IB <= map4[ant2YD][13 - ant2XD];
						rowD = row / 60;
						data = {8'd0,	{120{map4[rowD][0]}},
											{120{map4[rowD][1]}},
											{120{map4[rowD][2]}},
											{120{map4[rowD][3]}},
											{120{map4[rowD][4]}},
											{120{map4[rowD][5]}},
											{120{map4[rowD][6]}},
											{120{map4[rowD][7]}},
											{120{map4[rowD][8]}},
											{120{map4[rowD][9]}},
											{120{map4[rowD][10]}},
											{120{map4[rowD][11]}},
											{120{map4[rowD][12]}},
											{120{map4[rowD][13]}},8'd0};
					end
		endcase
		case(map)
		2'b00	:	begin
						startX <= map1X;
						startY <= map1Y;
					end
		2'b01	:	begin
						startX <= map2X;
						startY <= map2Y;
					end
		2'b10	:	begin
						startX <= map3X;
						startY <= map3Y;
					end
		2'b11	:	begin
						startX <= map4X;
						startY <= map4Y;
					end
		endcase
	end
endmodule
$ cat design/flow/run.sh
#!/bin/bash
# OpenROAD 26Q1-2900-gdf79404cd8, Yosys 0.63+post, stock flow scripts
make -C /OpenROAD-flow-scripts/flow DESIGN_CONFIG=/design/flow/config.mk WORK_HOME=/design/flow/orfs finish
==> flow_summary.html <==
<h3>Run summary</h3>
<table>
<tr><th>Metric</th><th>Value</th></tr>
<tr><th colspan="2">Run status</th></tr>
<tr><td>Outcome</td><td>complete, but fails checks</td></tr>
<tr><td>Failing checks</td><td>negative hold slack</td></tr>
<tr><th colspan="2">Setup path</th></tr>
<tr><td>WS Path Type</td><td>clock port to latch</td></tr>
<tr><td>Critical path arrival</td><td>between 7000 and 8000 ps</td></tr>
<tr><td>Buffers plus inverters on the worst setup path</td><td>2</td></tr>
<tr><td>Sequence of cells on the critical path</td><td>clkbuf_16 &gt; clkbuf_16</td></tr>
<tr><td>Slowest stage delay, CP</td><td>130 ps</td></tr>
<tr><td>CP Capture Type</td><td>latch</td></tr>
<tr><td>Launching element type of the critical path</td><td>clock port</td></tr>
<tr><td>Slowest stage cell, crit path</td><td>sky130_fd_sc_hd__clkbuf_16</td></tr>
<tr><td>Most used cell along the critical path</td><td>sky130_fd_sc_hd__clkbuf_16</td></tr>
<tr><td>Top delay family on crit path</td><td>buffers and inverters</td></tr>
<tr><td>CP required</td><td>about 8000 ps</td></tr>
<tr><td>CP max FO</td><td>2</td></tr>
<tr><th colspan="2">Finish</th></tr>
<tr><td>Storage cell area</td><td>57.56 µm²</td></tr>
<tr><td>Most common logic cells in the final layout</td><td>sky130_fd_sc_hd__clkdlybuf4s50_1, sky130_fd_sc_hd__conb_1, sky130_fd_sc_hd__nand2_1</td></tr>
<tr><td>Combinational gate area</td><td>approximately 6200 µm²</td></tr>
<tr><td>Area of all placed cells without fillers</td><td>29,920 µm²</td></tr>
<tr><td>Post-route non-filler standard cell count</td><td>8,812</td></tr>
<tr><td>Filler Cell Count</td><td>~54,000</td></tr>
<tr><td>Area added between synthesis and finish</td><td>62.22%</td></tr>
<tr><td>Most frequent logic cell in the layout</td><td>sky130_fd_sc_hd__clkdlybuf4s50_1</td></tr>
<tr><td>Proportion of layout cells with a drive suffix above 1</td><td>3.616%</td></tr>
<tr><th colspan="2">Synthesis</th></tr>
<tr><td>Chip area line of the yosys report</td><td>18,450 µm²</td></tr>
<tr><td>Post-synthesis area per instance</td><td>around 7.2 µm²</td></tr>
<tr><td>Summed instance area of the synthesized netlist</td><td>18,450 µm²</td></tr>
<tr><td>Post-synthesis sequential element count</td><td>3</td></tr>
<tr><td>Mapped Cells</td><td>~2,600</td></tr>
<tr><td>Async set or reset register ratio after synthesis</td><td>0%</td></tr>
<tr><td>Main area contributors after synthesis</td><td>sky130_fd_sc_hd__buf_4, sky130_fd_sc_hd__ha_1, sky130_fd_sc_hd__nand2_1, sky130_fd_sc_hd__a21oi_1, sky130_fd_sc_hd__o21ai_0</td></tr>
<tr><td>Yosys cell count</td><td>2,567</td></tr>
<tr><td>Library cells used by synthesis</td><td>100</td></tr>
<tr><td>Fraction of synthesized cell area taken by the top area cell type</td><td>about 70%</td></tr>
<tr><td>Dominant register cell</td><td>sky130_fd_sc_hd__dfxtp_1</td></tr>
<tr><td>Synth warn</td><td>1</td></tr>
<tr><td>Yosys top cell by area</td><td>sky130_fd_sc_hd__buf_4</td></tr>
<tr><td>Number of flops mapped to enable cells by yosys</td><td>0</td></tr>
<tr><th colspan="2">Route</th></tr>
<tr><td>Final antenna-violating net count</td><td>0</td></tr>
<tr><td>DR vias</td><td>13,250</td></tr>
<tr><td>Final WL</td><td>76,000 µm</td></tr>
<tr><td>WL per Instance</td><td>8.625 µm</td></tr>
<tr><td>First drt pass iteration count</td><td>5</td></tr>
<tr><td>Routed via count divided by cell count</td><td>1.504</td></tr>
<tr><td>Residual DRC</td><td>0</td></tr>
<tr><td>Drt first-iter violations</td><td>between 400 and 500</td></tr>
<tr><th colspan="2">Floorplan</th></tr>
<tr><td>Die X-Extent</td><td>701 µm</td></tr>
<tr><td>Die height</td><td>701 µm</td></tr>
<tr><td>Io pins</td><td>1,814</td></tr>
<tr><td>Area of the placeable core</td><td>462,900 µm²</td></tr>
<tr><td>Number of standard-cell rows in the floorplan</td><td>250</td></tr>
<tr><td>DIE AREA</td><td>between 400,000 and 500,000 µm²</td></tr>
<tr><td>Initial standard-cell utilization of the core</td><td>under 10%</td></tr>
<tr><th colspan="2">Final timing</th></tr>
<tr><td>Final setup fails</td><td>0</td></tr>
<tr><td>Total count of max-transition violations in the final report</td><td>0</td></tr>
<tr><td>Setup TNS after final layout</td><td>0 ps</td></tr>
<tr><td>Slew HR</td><td>46.57%</td></tr>
<tr><td>Transition time at the pin with the least slew margin</td><td>about 800 ps</td></tr>
<tr><td>RSZ-0062 raised after global routing</td><td>no</td></tr>
<tr><td>Worst-case hold slack</td><td>-340.1 ps</td></tr>
<tr><td>Final number of hold-violating endpoints</td><td>1</td></tr>
<tr><th colspan="2">Global routing</th></tr>
<tr><td>Overall Global Routing Usage</td><td>approximately 2.7%</td></tr>
<tr><td>Initial antenna violation count</td><td>29</td></tr>
<tr><td>First-pass GRT wire length</td><td>96,770 µm</td></tr>
<tr><td>Number of global-route vias before repair</td><td>12,920</td></tr>
<tr><td>Total congestion overflow</td><td>0</td></tr>
<tr><td>Maximum number of pins on one net before global-route repair</td><td>121</td></tr>
<tr><th colspan="2">Clocking</th></tr>
<tr><td>TritonCTS clock tree</td><td>done</td></tr>
<tr><td>Clock input transition at the sequential cells of the worst setup and hold paths</td><td>210 ps</td></tr>
<tr><td>Post-CTS repair timing setup buffer count</td><td>0</td></tr>
<tr><td>Post-CTS sizing</td><td>0</td></tr>
<tr><td># hold bufs at CTS</td><td>0</td></tr>
<tr><th colspan="2">Pwr</th></tr>
<tr><td>IR Drop Worst-Case VDD</td><td>0.00003879 V</td></tr>
<tr><td>Leak Pwr</td><td>9.299 nW</td></tr>
<tr><td>Cell area power density</td><td>55.98 nW/µm²</td></tr>
<tr><th colspan="2">Placed design</th></tr>
<tr><td>Placed cell areas</td><td>~30,000 µm²</td></tr>
<tr><td>DPL Wire Length</td><td>66,880 µm</td></tr>
<tr><td>Count of input and output buffers</td><td>1,514</td></tr>
<tr><td>Cell count after placement</td><td>8,792</td></tr>
<tr><td>Final weighted congestion in routability-driven placement</td><td>0.7435</td></tr>
<tr><th colspan="2">Flow run</th></tr>
<tr><td>Max-capacitance violation count</td><td>0</td></tr>
<tr><td>Stage-log warning count</td><td>80</td></tr>
<tr><th colspan="2">Hold path</th></tr>
<tr><td>Min-delay worst type</td><td>clock port to latch</td></tr>
</table>
-- cells in the mapped netlist, drive strengths merged, types with 12 or more instances --
| library cell | number |
|---|---|
| a211oi | 12 |
| a21oi | 62 |
| a31oi | 23 |
| and2 | 16 |
| and3 | 19 |
| buf | 1756 |
| clkbuf | 25 |
| ha | 36 |
| inv | 44 |
| mux2i | 14 |
| nand2 | 91 |
| nand2b | 15 |
| nand3 | 40 |
| nand3b | 12 |
| nand4 | 14 |
| nor2 | 53 |
| o211ai | 20 |
| o21ai | 66 |
| xor2 | 12 |
-- through the flow --
stage,setup WS [ps],util (%),hold slack (ps),power [mW]
after floorplan,-1857,-,150.0,1.263
after global placement,0,6.423,150.0,1.629
after detailed placement,0,6.423,150.0,1.627
after CTS,370.0,6.458,-431.0,1.765
after global routing,371.2,6.459,-422.3,1.850
final,309.3,6.464,-340.1,1.675
-- layout make-up --
| class | instances | share of cell area, % |
|---|---|---|
| Antenna cell | 11 | 0.09199 |
| Clock buffer | 6 | 0.5018 |
| Clock inverter | 4 | 0.05018 |
| Inverter | 43 | 0.5394 |
| Multi-Input combinational cell | 1022 | 20.82 |
| Sequential cell | 3 | 0.1923 |
| Tap cell | 6174 | 25.82 |
| Timing Repair Buffer | 1549 | 51.98 |
-- registers in the layout (all words and copies together) (netlist names) --
name	cells
mapA	2
win	1
-- where the power goes --
part	internal, mW	switching [mW]
clock	0.0725	0.0374
combinational	1.08	0.468
sequential	0.00955	0.00224
total	1.17	0.508
-- cell families (layout without fill, tap and decap cells) --
logic type | Yosys count | in the layout | synth area share [%]
compound gates | 334 | 334 | 13.01
xor+xnor | 19 | 19 | 0.9022
fa+ha+maj | 39 | 39 | 2.605
buf+inv | 1825 | 1602 | 72.53
flops | 2 | 2 | 0.2171
latches | 1 | 1 | 0.08138
mux | 24 | 24 | 1.533
other cells | 2 | 296 | 0.04072
simple gates | 321 | 321 | 9.083
-- worst paths after layout --
kind | start | endpoint | slack (ps) | cells past startpoint
worst min-delay path | reset | win | -340 | 2
worst max-delay path | reset | win | 310 | 2
-- layer usage --
layer	track usage, %	vias to the layer above	routed length (µm)
li1	-	6559	-
met4	0.6082	6	1830
met2	4.548	828	36840
met5	0	-	41
met1	3.042	5790	27710
met3	1.182	66	9586
Power is estimated from default activity; no workload was simulated.

`design/flow/config.mk`:
```
export PLATFORM = sky130hd
export DESIGN_NAME = VCTRL
export DESIGN_NICKNAME = VCTRL
export VERILOG_FILES = /design/flow/design.v
export SDC_FILE = /design/flow/constraint.sdc
export NUM_CORES = 4
export LEC_CHECK = 1
export CORE_AREA = 10 10 78 78
export DIE_AREA = 0 0 88 88
```
`design/flow/design.v`:
```
module VCTRL(CLK,SYNC,CNT,HCNT);
	input CLK;
	input[10:0] HCNT;
	output SYNC;
	output reg[9:0] CNT;
	wire CLRV;
	assign CLRV = (CNT <= 517) ? 1'b0 : 1'b1;
	assign SYNC = ((CNT >= 7) & (CNT <= 15)) ? 1'b0 : 1'b1;
	always@(posedge CLK)
	begin
		if(CLRV) CNT <= 0;
		else
		begin
			if(HCNT == 1086) CNT <= CNT + 10'd1;
		end
	end
endmodule
```
`design/flow/constraint.sdc`:
```
current_design VCTRL

set clk_period 4.1
set clk_io_pct 0.2

create_clock -name clk0 -period $clk_period [get_ports {CLK}]

set non_clock_inputs [all_inputs -no_clocks]
set_input_delay [expr $clk_period * $clk_io_pct] -clock clk0 $non_clock_inputs
set_output_delay [expr $clk_period * $clk_io_pct] -clock clk0 [all_outputs]
```
`design/flow/run.sh`:
```
#!/bin/bash
# OpenROAD 26Q1-2900-gdf79404cd8, Yosys 0.63+post, stock flow scripts
make -C /OpenROAD-flow-scripts/flow DESIGN_CONFIG=/design/flow/config.mk WORK_HOME=/design/flow/orfs finish
```
==> flow_summary.json <==
{
  "fin_crit_sh_pct": 63.2,
  "power_uw": 236,
  "vias_per_cell": 4.11,
  "yosysTopAreaCell": "dfxtp_1",
  "vdd_drop_max_v": 0.0000613,
  "wire_per_inst_um": 10.6,
  "postCtsSetupBuffers": 0,
  "relSlewSlack_pct": 47.1,
  "synth.area.top_cells": "dfxtp_1 36%, ha_1 6.8%, nand4b_1 6.4%",
  "first_pass_iters": 4,
  "ys_ff": 10,
  "ctsResizeCount": 0,
  "htreeDepth": 1,
  "seq_area_frac_synth_pct": 36.4,
  "layout-drive-gt1-share_pct": 7.69,
  "fin_setup_tns_ns": 0,
  "die_area_sq_um": 7740,
  "rsz0062_at_grt": "false",
  "maxCapViolations": 0,
  "clock_skew_ns": 0.00352,
  "flop_area_sq_um": 200,
  "top_register": "CNT",
  "tool_warnings": 27,
  "cts_sinks": 10,
  "grt_pass1_wl_mm": 2.56,
  "vias": 588,
  "fmax_ghz": 0.386,
  "core.rowCount": 24,
  "numPortBuffers": 22,
  "ys_warn_count": 1,
  "gr-total-overflow": 0,
  "die_w_um": 88,
  "grt_pass1_vias": 561,
  "cp.required_ns": 3.28,
  "fp.dieH_um": 88,
  "io_pins": 23,
  "fp_util_pct": 12.5,
  "synth.cell_area_sq_um": 551,
  "cp_max_fo": 7,
  "yosys_area_sq_um": 551,
  "antenna_found_initial": 0,
  "p_leak_uw": 0.000291,
  "hold_class": "flop to flop",
  "fillers": 472,
  "clockBufferDepth": 2,
  "startpoint_type": "flop",
  "synthDistinctLibCells": 24,
  "worst_pin_slew_ns": 0.786,
  "finalMaxSlewViolations": 0,
  "final_hold_viol_count": 0,
  "worstPathArrival_ns": 1.77,
  "area_growth_pct": 61.1,
  "grt_max_degree": 10,
  "syn-instance-count": 66,
  "setup_violations": 0,
  "combGateArea_sq_um": 332,
  "crit_type": "flop to output pin",
  "clockRootBuffer": "clkbuf_8",
  "wirelength_mm": 1.51,
  "largestRegisters": "CNT (10)",
  "ant_nets": 0,
  "end_kind": "output pin",
  "synth_top_area_share_pct": 36.4,
  "track_usage_pct": 3.95,
  "ys_cells": 66,
  "finalCriticalPeriod_ns": 2.59,
  "drt_iter0_markers": 42,
  "syn-mean-instance-area_sq_um": 8.34,
  "status": "finished clean",
  "cts_tree": "yes",
  "gp_congestion": 0.798,
  "worstSkewPairLatency_ns": 0.24,
  "largest_reg_flops": 10,
  "p_per_area_nw_per_um2": 266,
  "fp.coreArea_sq_um": 4410,
  "dp_hpwl_mm": 1.23,
  "clk_pin_slew_ns": 0.05,
  "cts-buffers-inserted": 3,
  "fin_util_pct": 20.1,
  "hold_buffers": 0,
  "remaining_drc_errors": 0,
  "n_antenna_cell": 0
}
-- kinds of logic after synthesis --
family                     Yosys count  share of synthesized area, %
buffers and inverters                5                          3.41
adders and majority gates            3                          6.82
xor gates and xnor gates             3                          4.77
muxes                                1                          1.82
AOI/OAI and AO/OA                   12                          11.8
DFF                                 10                          36.4
and+or+nand+nor                     32                          35.0
-- Yosys cell counts --
| master | n |
|---|---|
| o21ai_0 | 4 |
| a31oi_1 | 1 |
| or4_2 | 1 |
| a21oi_1 | 6 |
| o31a_1 | 1 |
| dfxtp_1 | 10 |
| nand4_1 | 1 |
| or3_4 | 1 |
| or4_4 | 1 |
| nor2_1 | 6 |
| nor4_1 | 2 |
| nor3_1 | 2 |
| inv_1 | 4 |
| mux2i_1 | 1 |
| nor3b_1 | 1 |
| nand2b_1 | 1 |
| ha_1 | 3 |
| and3_1 | 2 |
| nand2_1 | 4 |
| xnor2_1 | 3 |
| clkbuf_1 | 1 |
| nand4b_1 | 4 |
| nand3_1 | 3 |
| or3_1 | 3 |
-- worst paths after layout --
check,start,to,slack (ns),depth (start not counted)
worst max register to register,CNT[0],CNT[8],2.29,5
worst min-delay path,CNT[9],CNT[5],0.50,1
worst max-delay path,CNT[0],SYNC,1.51,4
worst min register to register,CNT[9],CNT[5],0.50,1
-- final cells by class --
class                      count  share of cell area (%)
clock buffer                   4                    6.21
inverter                       4                    1.69
multi-input combinational     51                    37.4
sequential                    10                    22.6
tap                           52                    7.33
timing repair buffer          22                    24.8
-- cell usage in the layout, fill, tap and decap left out, drive strengths merged, types with 2 or more instances in the layout --
master,Yosys,final
clkdlybuf4s50,0,22
dfxtp,10,10
nor2,6,6
a21oi,6,6
inv,4,4
nand2,4,4
nand4b,4,4
o21ai,4,4
clkbuf,1,4
or3,4,4
nand3,3,3
xnor2,3,3
ha,3,3
nor3,2,2
nor4,2,2
and3,2,2
or4,2,2
-- routing by layer --
layer	part of all wire (%)	wire [um]	track usage, %	vias to the layer above
met5	0	0	0	-
li1	-	-	-	290
met1	44	662	5.30	256
met4	0.26	4	0.290	0
met3	21	321	2.99	2
met2	35	524	5.09	40
-- stage by stage --
step / worst slack [ns] / instances / cell area (sq um) / hold WS, ns
after floorplan: 1.85 / 66 / 551 / 0.444
after global placement: 1.38 / 139 / 832 / 0.492
after detailed placement: 1.37 / 139 / 832 / 0.492
after CTS: 1.49 / 143 / 887 / 0.505
after global routing: 1.41 / 143 / 887 / 0.532
final: 1.51 / 143 / 887 / 0.496
-- critical path, stage by stage (launching register included) --
cell and delay (ns):
dfxtp_1 0.45, ha_1 0.25, a21oi_1 0.10, or3_1 0.32
clkdlybuf4s50_1 0.42
-- report_power, final --
| group | internal, uW | switching (uW) | total [uW] |
|---|---|---|---|
| logic | 11.0 | 2.83 | 13.8 |
| registers | 97.7 | 0.598 | 98.3 |
| clock network | 84.5 | 39.2 | 124 |
| total | 193 | 42.6 | 236 |

==> ./design.v <==
module HCTRL(CLK,SYNC,CNT);
	input CLK;
	output SYNC;
	output reg[10:0] CNT;
	wire CLRH;
	assign CLRH = (CNT <= 1088) ? 1'b0 : 1'b1;
	assign SYNC = ((CNT >= 16) & (CNT <= 128)) ? 1'b0 : 1'b1;
	always@(posedge CLK)
	begin
		if(CLRH) CNT <= 0;
		else CNT <= CNT + 11'd1;
	end
endmodule
==> ./config.mk <==
export PLATFORM = sky130hd
export DESIGN_NAME = HCTRL
export DESIGN_NICKNAME = HCTRL
export VERILOG_FILES = /design/flow/design.v
export SDC_FILE = /design/flow/constraint.sdc
export NUM_CORES = 4
export LEC_CHECK = 1
export CORE_AREA = 10 10 76 76
export DIE_AREA = 0 0 86 86
==> ./constraint.sdc <==
current_design HCTRL

set clk_period 3.5
set clk_io_pct 0.2

create_clock -name clk0 -period $clk_period [get_ports {CLK}]

set non_clock_inputs [all_inputs -no_clocks]
set_input_delay [expr $clk_period * $clk_io_pct] -clock clk0 $non_clock_inputs
set_output_delay [expr $clk_period * $clk_io_pct] -clock clk0 [all_outputs]
==> ./run.sh <==
#!/bin/bash
# OpenROAD 26Q1-2900-gdf79404cd8, Yosys 0.63+post, stock flow scripts
make -C /OpenROAD-flow-scripts/flow DESIGN_CONFIG=/design/flow/config.mk WORK_HOME=/design/flow/orfs finish
==> impl_metrics.yaml <==
# implementation run metrics
run_status:
  outcome: "finished, final reports clean"
cts:
  cts_htree_levels: 1
  cts_hold_repair.buffers: 0
  clk_pin_slew_ns: 0.05
  cts_root_buffer: "clkbuf_8"
  cts_made_buffers: 3
  cts_sinks: 11
  postCtsSetupBuffers: 0
  cts.repair.resized: 0
  clock_latency_ns: 0.23
  clockBufferDepth: 2
  cts_tree: "done"
timing:
  skew_ns: 0.000519
  period_needed_ns: 2.31
  slew_violations: 0
  hold_viol_final: 0
  setup_tns_ns: 0
  rsz0062_at_grt: "no"
  whs_ns: 0.546
  setup_viol: 0
  worstMarginPinSlew_ns: 0.407
  finalClockPeriodUsage_pct: 66.1
  max_freq_ghz: 0.432
  slew_headroom_pct: 72.9
  fin_ws_ns: 1.19
logic_synthesis:
  netlist_area_sq_um: 513
  synth-simple-area-share_pct: 28.8
  synth.distinct_cells: 19
  ys_ff: 11
  yosysCellCount: 57
  synth_top_area_share_pct: 42.9
  yosys.stat.seqShare_pct: 42.9
  adder_share_pct: 4.88
  yosys.area.top_type: "dfxtp_1"
  logic_family: "simple AND/OR/NAND/NOR gates"
  synth_area_per_cell_sq_um: 9.00
  yosys.area_share.aoi_pct: 6.10
  synthTopCellsByArea: "dfxtp_1 (43%), xor2_1 (12%), nor2_1 (6.6%), ha_1 (4.9%), nand3_1 (3.9%)"
  xor_share_pct: 13.7
  yosys_area_sq_um: 513
  mux_area_share_pct: 0
  yosysWarnings: 1
  netlist_instances: 57
critical_path:
  critPathKind: "reg2out"
  cp.arrival_ns: 1.61
  cp-start-kind: "flop"
  worstRegToRegCells: 5
  worst-path-max-fanout: 8
  end_kind: "primary output"
  r2r_end: "CNT[3]$_SDFF_PN0_"
  rrSetupSlack_ns: 1.91
  r2r_start: "CNT[0]$_SDFF_PN0_"
  crit_required_ns: 2.80
finish:
  final_cell_mix: "clkdlybuf4s50_1 (12), dfxtp_1 (11), nor2_1 (9)"
  comb_area_sq_um: 274
  register_area_sq_um: 220
  nFillCells: 448
  fin_area_sq_um: 729
  largestRegisters: "CNT: 11 flops"
  finalNonFillerCells: 122
  final_common_cell: "clkdlybuf4s50_1"
  largest_reg_flops: 11
  syn_to_final_growth_pct: 42.2
  layout-drive-gt1-share_pct: 5.56
  regMostFlops: "CNT"
placed_design:
  gp_congestion: 0.775
  io_buffers: 12
  placed_area_sq_um: 684
  dp_cells: 118
  detailed_place_hpwl_um: 914
  pre_cts_ws_ns: 1.47
power_and_ir_drop:
  power.leakage_nw: 0.290
  ir_drop_mv: 0.107
  powerDensity_nw_per_um2: 341
grt:
  grt_pass1_wl_um: 2070
  antenna_found_initial: 0
  grt_use_total_pct: 3.47
  grt_pass1_vias: 412
  grt_max_degree: 11
  overflow: 0
detailed_routing:
  postRouteAntennaNets: 0
  wl_met2_um: 524
  wirelength_um: 1240
  num_vias: 447
  dr.pass1.iters: 4
  top_layer: "met3"
  m1WireLength_um: 510
  viasPerCell: 3.66
  drt-initial-drc-count: 46
  met3RoutedLength_um: 206
  insertedDiodeCount: 0
  drc: 0
  wire_per_inst_um: 10.2
floorplanning:
  fp_util_pct: 12.5
  die_y_um: 86
  die_x_um: 86
  core_sq_um: 4120
  chipArea_sq_um: 7400
  rows: 23
  io_pins: 13
flow_run:
  warnings: 26
  cap_violations: 0
worst_hold_path:
  min_from: "CNT[10]$_SDFF_PN0_"
  hp-class: "reg2reg"
  min_to: "CNT[10]$_SDFF_PN0_"
  worstHoldPathCells: 1
==> worst max-delay path by stage <==
stage | endpoint | slack (ns) | cells after the start | startpoint
CTS | SYNC | 1.20 | 5 | CNT[2]$_SDFF_PN0_
global route | SYNC | 1.06 | 5 | CNT[2]$_SDFF_PN0_
finish | SYNC | 1.19 | 5 | CNT[2]$_SDFF_PN0_
==> cell type report <==
| class | instances | share of cell area (%) |
|---|---|---|
| tap | 50 | 8.58 |
| sequential | 11 | 30.2 |
| clock buffer | 4 | 6.17 |
| inverter | 2 | 1.03 |
| multi-input combinational | 43 | 37.6 |
| timing repair buffer | 12 | 16.5 |
==> stage by stage <==
step	utilization, %	total power, mW
2_1_floorplan	-	0.128
3_3_place_gp	16.6	0.128
3_5_place_dp	16.6	0.128
4_1_cts	17.7	0.251
5_1_grt	17.7	0.259
6_report	17.7	0.249
==> routing by layer <==
layer | track usage (%) | up-vias
li1 | - | 233
met1 | 4.22 | 199
met2 | 4.53 | 15
met3 | 3.24 | 0
met4 | 0.299 | 0
met5 | 0 | -
==> worst max-delay path, cell delays in order, from the launching register on <==
cell and delay (ns):
dfxtp_1 0.38, nor4_1 0.32, nand3_1 0.10, o21ai_0 0.10, nand2_1 0.07, clkdlybuf4s50_1 0.41
==> Yosys cell counts, drive strengths merged <==
cell type  number
dfxtp          11
nor2            9
xor2            7
nand3           4
nand2           3
nand4           3
nor3            3
nor4            3
and3            2
ha              2
inv             2
a21boi          1
a21o            1
and4            1
buf             1
nor2b           1
o21ai           1
o41a            1
xnor2           1
==> report_power, final <==
group	total, mW	switching [mW]	internal (mW)
Sequential	0.126	0	0.126
Combinational	0.000000179	0	0
Clock	0.123	0.0437	0.0796
==> cells by family after synthesis <==
| group | Yosys count |
|---|---|
| AND/OR/NAND/NOR | 29 |
| flip-flops | 11 |
| XOR/XNOR | 8 |
| AND-OR/OR-AND | 4 |
| buffers and inverters | 3 |
| adder cells (fa/ha/maj) | 2 |
Power is estimated from default activity; no workload was simulated.

$ cat /design/flow/run.sh
#!/bin/bash
# OpenROAD 26Q1-2900-gdf79404cd8, Yosys 0.63+post, stock flow scripts
make -C /OpenROAD-flow-scripts/flow DESIGN_CONFIG=/design/flow/config.mk WORK_HOME=/design/flow/orfs finish
$ cat /design/flow/config.mk
export PLATFORM = sky130hd
export DESIGN_NAME = SSHEX
export DESIGN_NICKNAME = SSHEX
export VERILOG_FILES = /design/flow/design.v
export SDC_FILE = /design/flow/constraint.sdc
export NUM_CORES = 4
export LEC_CHECK = 1
export CORE_AREA = 10 10 70 70
export DIE_AREA = 0 0 80 80
$ cat /design/flow/constraint.sdc
current_design SSHEX

set clk_period 1.5
set clk_io_pct 0.2

create_clock -name clk0 -period $clk_period

set non_clock_inputs [all_inputs -no_clocks]
set_input_delay [expr $clk_period * $clk_io_pct] -clock clk0 $non_clock_inputs
set_output_delay [expr $clk_period * $clk_io_pct] -clock clk0 [all_outputs]
$ cat /design/flow/design.v
module SSHEX (A,Y);
input[3:0] A;
output[6:0] Y;
reg[6:0] Y;
always@(*)
begin
	case(A)
		0 : Y = 7'b1000000;
		1 : Y = 7'b1111001;
		2 : Y = 7'b0100100;
		3 : Y = 7'b0110000;
		4 : Y = 7'b0011001;
		5 : Y = 7'b0010010;
		6 : Y = 7'b0000010;
		7 : Y = 7'b1111000;
		8 : Y = 7'b0000000;
		9 : Y = 7'b0010000;
		10 : Y = 7'b0001000;
		11 : Y = 7'b0000011;
		12 : Y = 7'b1000110;
		13 : Y = 7'b0100001;
		14 : Y = 7'b0000110;
		15 : Y = 7'b0001110;
		default : Y = 7'b1111111;
	endcase
end
endmodule
==> impl_metrics.py <==
# Flow results
metrics = {
    "cts": {
        "holdBufCountCts": 0,
    },
    "floorplanning": {
        "die_x_um": 80,
        "rows": 21,
        "core_area_mm2": 0.00342,
        "fp_util": 0.0806,
        "dieArea_mm2": 0.00640,
        "io_pins": 11,
        "die_y_um": 80,
    },
    "status": {
        "violations": "negative setup slack",
        "status": "finished, violations left",
    },
    "route": {
        "drcViolationCount": 0,
        "via_per_inst": 3.00,
        "firstDrtPassIters": 2,
        "dr_total_vias": 300,
        "diodes": 0,
        "post_drt_wl_per_cell_um": 9.15,
        "dr.first_iter.drc_count": 3,
        "wl_um": 915,
        "drtAntennaViolNets": 0,
    },
    "synthesis": {
        "ys_chip_area_um2": 275,
        "ys_sh_simple": 0.145,
        "yosys_warnings": 1,
        "mux_share": 0.282,
        "synth_cell_type_count": 15,
        "aoi_share": 0.155,
        "netlist_area_um2": 275,
        "xor_share": 0,
        "ys_seq_frac": 0,
        "ys_sh_adder": 0.318,
        "top_area_frac": 0.318,
        "ys_cells": 32,
        "area_leaders": "ha_1, mux2i_1, mux4_1",
        "topCombFamilyByArea": "adder cells",
        "synth_cells": 32,
        "synth_area_per_cell_um2": 8.60,
        "top_area_cell": "ha_1",
    },
    "finish": {
        "utilization": 0.176,
        "ff_count": 0,
        "drive_gt1_frac": 0.648,
        "fillers": 373,
        "area_delta_synth_final_pct": 119,
        "clkbuf_count": 0,
        "final_area_um2": 602,
        "regArea_um2": 0,
    },
    "final_timing": {
        "whs_ps": 1110,
        "post-route-min-period_ps": 1640,
        "rsz0062_at_grt": "yes",
        "drv_slew": 0,
        "setup_viol": 4,
        "worstMarginPinSlew_ps": 173,
        "fin_crit_sh": 1.10,
        "max_freq_mhz": 608,
        "hold_viol": 0,
        "fin_setup_tns_ps": -350,
        "relSlewSlack": 0.881,
        "setup_slack_ps": -145,
    },
    "place": {
        "place_congestion": 0.716,
        "port_buffers": 11,
        "hpwlAfterDp_um": 619,
        "dpl_cell_area_um2": 502,
    },
    "setup_path": {
        "arrival_ps": 1340,
        "path_delay_family": "simple AND/OR/NAND/NOR gates",
        "critPathLaunch": "A[1]",
        "crit_path_max_incr_delay_ps": 350,
        "crit_slowest_cell": "or3b_1",
        "path_buffers": 3,
        "crit_path_max_fanout": 4,
        "crit_type": "in -> out",
        "crit_chain": "buf_8, inv_8, ha_4, and2b_2, or3b_1, o21ai_1, buf_2",
        "worstSetupEndpointType": "output pin",
        "start_kind": "primary input",
        "cp.required_ps": 1200,
    },
    "global_route": {
        "gr-total-overflow": 0,
        "grt_first_pass_wirelength_mm": 1.55,
        "antenna_found_initial": 0,
        "grt_max_degree": 7,
        "grt_pass1_vias": 328,
        "gr-usage-all-layers": 0.0280,
    },
    "run": {
        "drv_cap": 0,
        "tool_warnings": 40,
    },
    "min_path": {
        "min_path_type": "in -> out",
        "min_from": "A[1]",
    },
    "power": {
        "p_leak_uw": 0.000265,
        "power_density_mw_per_mm2": 240,
        "ir_worst_vdd_mv": 0.0334,
        "report.power.total_uw": 145,
    },
}
-- layer usage --
metal,up-vias,part of all wire,track usage
met5,-,0,0
met4,0,0,0
met3,0,0.070,0.00568
met2,6,0.49,0.0538
met1,135,0.44,0.0324
li1,159,-,-
-- worst paths after layout --
kind | to | cells after the start | slack, ps
setup / recovery | Y[0] | 7 | -140
hold / removal | Y[6] | 5 | 1110
-- final cells by class --
class                           count  area, µm²  area share
Tap cell                           46       57.6      0.0956
Inverter                            3       23.8      0.0395
Timing Repair Buffer               24        211       0.351
Multi-Input combinational cell     27        309       0.514
-- timing repair --
item / 4_1_cts / 5_1_grt
endpoints found under the hold margin: 0 / 0
gates resized: 56 / 8
buffers inserted: 2 / 0
pin swaps: 5 / 1
setup endpoints to repair: 7 / 6
cloned: 1 / 0
-- synth_stat cells --
library cell / number
ha_1: 7
a32o_1: 1
and2b_2: 1
mux2i_1: 4
a21oi_1: 1
o21ai_0: 2
buf_6: 1
nor2_1: 5
inv_1: 3
nand2_1: 1
mux4_1: 1
buf_2: 1
a22o_1: 2
mux2_2: 1
or3b_1: 1
-- cell families after synthesis --
logic type                 Yosys count
muxes                                6
AOI/OAI and AO/OA                    6
and+or+nand+nor                      8
adders and majority gates            7
buffers and inverters                5
-- through the flow --
step                      setup slack (ps)  instances
after detailed placement             -1030         97
after CTS                             -148        100
after global routing                  -214        100
after floorplan                       20.1         32
final                                 -145        100
after global placement               -1050         97
-- cells in the final DEF, fill, tap and decap left out --
master / n
buf_4: 7
buf_2: 5
buf_6: 5
mux2i_1: 4
ha_4: 4
nor2_1: 3
dlygate4sd2_1: 3
o21ai_1: 2
a22o_1: 2
ha_2: 2
inv_6: 1
nor2_2: 1
a21oi_1: 1
nand2_1: 1
inv_8: 1
inv_2: 1
mux4_2: 1
and2b_2: 1
nor2_4: 1
a32o_1: 1
or3b_1: 1
mux2_2: 1
ha_1: 1
buf_12: 1
buf_8: 1
clkdlybuf4s15_2: 1
clkbuf_2: 1
-- power breakdown --
group	leakage, µW	internal, µW	total, µW	switching, µW
logic	0.000265	86.1	145	58.6
registers	0	0	0	0
clock network	0	0	0	0
total	0.000265	86.1	145	58.6
Power and IR drop assume default switching activity.
